==> design.v <==
module mux_2to1_32bits(RESULT, INPUT1, INPUT2, SELECT);
	input [31:0] INPUT1, INPUT2;
	input SELECT;
	output reg [31:0]RESULT;
	always @(*) begin
		if( SELECT == 1'b1 )
			RESULT = INPUT2;
		else
			RESULT = INPUT1;
	end	
endmodule
==> run.sh <==
#!/bin/bash
# OpenROAD 26Q1-2900-gdf79404cd8, Yosys 0.63+post, stock flow scripts
make -C /OpenROAD-flow-scripts/flow DESIGN_CONFIG=/design/flow/config.mk WORK_HOME=/design/flow/orfs finish
==> config.mk <==
export PLATFORM = sky130hd
export DESIGN_NAME = mux_2to1_32bits
export DESIGN_NICKNAME = mux_2to1_32bits
export VERILOG_FILES = /design/flow/design.v
export SDC_FILE = /design/flow/constraint.sdc
export NUM_CORES = 4
export LEC_CHECK = 1
export CORE_AREA = 10 10 70 70
export DIE_AREA = 0 0 80 80
==> constraint.sdc <==
current_design mux_2to1_32bits

set clk_period 1.0
set clk_io_pct 0.2

create_clock -name clk0 -period $clk_period

set non_clock_inputs [all_inputs -no_clocks]
set_input_delay [expr $clk_period * $clk_io_pct] -clock clk0 $non_clock_inputs
set_output_delay [expr $clk_period * $clk_io_pct] -clock clk0 [all_outputs]
==> writeup.txt <==
The post-cts hold buffer count came out at 0. VDD sags by at most 173.4 uV. For the pin with the worst max-slew slack, the measured transition is 61.11 ps. The switching component of the power was reported as 0.1408 mW. The final critical-path share of the clock period was 1.175. The core utilization before placement was 0.1593; the share of the core filled with cells was 0.4971.

The checks that failed: negative setup slack. The count of buffers from port buffering came out at 97. According to the cell report, flip-flops and latches in the layout number 0. Max-slew check failures listed in the final report amount to 0. The area overhead of the layout relative to synthesis is 212.0%, and the clock period minus worst slack is 1175 ps.

The flow ran to the end, but the final reports show violations. Warnings raised by the tools during the run amount to 34. The area inside the core boundary was 3416 um^2; the wire length of the first global-routing pass was 4.146 mm. The remaining max-slew budget at the tightest pin was 0.9592; the detail-routed via count per cell was 3.802.

With the data arrival time of the critical path at 980 ps, the largest net degree at the start of global routing is 8. The launch point of the worst min-delay path is recorded as INPUT1[24]. The worst setup path is captured at an output port. The last weighted congestion value of the routability-driven placer was 0.7595. The synthesized netlist has a Yosys-reported chip area of 544.3 um^2. Met2 routing resource usage after global routing: 0.1429. The type of the worst setup path was primary input to output port.

The finished layout holds 192 standard cells, fillers aside. For this run the detailed placement stage logged an HPWL of 2.396 mm. Per the detail_route report, inserted antenna diodes total 0. Endpoints failing hold in the final report were tallied at 0. The sequential element share of the synthesized area was 0.

For the number of placed I/O pins, the log shows 97. Setup repair after global routing could not meet its margin everywhere. Summing over every cut layer, the via total after detailed routing is 730. At the placement stage, the worst setup path has a slack of -496.6 ps. The run gives -175.4 ps as the final worst-path setup slack. The run gives 0.2133 for the proportion of total power due to net switching. The tools report the sink of the worst hold path as RESULT[24].

Per the OpenROAD power report, leakage power amounts to 0.9905 nW. The run gives 0 as the sequential fraction of design power. Per the run summary, max-cap violations total 0. The largest driver fanout on the critical path is 7, and the cell-internal power is 0.5192 mW. The area fraction of the dominant cell type after synthesis is 0.8276.

The run gives 2 for the count of TritonRoute iterations in the first routing pass. Per the log, the first TritonRoute iteration ended with a DRC count of 4. The width of the die is 80 um. The most critical min-delay path falls under primary input to output port. With the met3 usage in global routing at 0.03068, the fraction of power consumed by the clock network is 0. By count the netlist is led by sky130_fd_sc_hd__mux2_4 (30), sky130_fd_sc_hd__buf_12 (3), sky130_fd_sc_hd__mux2_2 (2).

The synthesized area divided by synthesized cell count was 15.12 um^2. Counting distinct cell types in the post-synthesis netlist gives 4. The chip occupies 6400 um^2. After synthesis, the cell types taking the most area are sky130_fd_sc_hd__mux2_4 (83%), sky130_fd_sc_hd__buf_12 (11%), sky130_fd_sc_hd__mux2_2 (4.1%), sky130_fd_sc_hd__buf_6 (2.1%). The run gives 824 for the number of global-route vias before repair. The initial antenna violation count is 0. With the overall global routing resource usage at 0.07873, the placed instance count is 177. Setup violations remaining at the end of the flow were counted as 32.

At the worst endpoint, the required time is 800 ps. For this run the top cell type by instance count after synthesis was sky130_fd_sc_hd__mux2_4. The tools report the area of the mapped netlist as 544.3 um^2. Combinational power share: 1.000. The layer flagged by global routing as most heavily used is met2. STA classifies the critical path startpoint as a primary input. The sequential cells in the finished layout cover a total of 0 um^2.

Along the worst hold path, the cell count comes to 3. The run gives 80 um for the die height. The global route stage reports its total congestion overflow as 0. The logs give 2.849 mm for the aggregate routed wire length and 21 for the count of standard-cell rows. The script computed a power per unit cell area of 388.7 nW/um^2. The synthesized instance count is 36. For this run, design rule violations remaining after detail routing come to 0. Summed over all instances, the cell type with the most area after synthesis is sky130_fd_sc_hd__mux2_4. With the fraction of layout instances using a drive strength above 1 at 0.5616, the met1 layer usage reported by global route is 0.08965. The final layout report lists a clock buffer count of 0. Per the detail_route report, routed wire per instance is 14.84 um. The tools report the maximum clock rate as 850.8 MHz. Nets still carrying antenna violations after routing amount to 0. The logs give 1 for the Yosys warning count and 36 for the count of instantiated cells in the yosys netlist.
## through the flow
step                hold slack (ps)  instance area (um^2)  total power [mW]  setup TNS, ps
global route                  714.1                  1698            0.7056          -5619
CTS                           800.4                  1607            0.6436          -5196
finish                        694.3                  1698            0.6599          -5032
floorplan                     497.7                 544.3            0.2063              0
detailed placement             1335                  1536            0.6549         -15270
global placement               1331                  1536            0.6538         -15250
## power by group through the flow
stage         Sequential, mW  Clock (mW)  Combinational, mW
CTS                        0           0              0.644
global route               0           0              0.706
finish                     0           0              0.660
## per-layer routing
| metal | routed length [um] | vias up |
|---|---|---|
| li1 | - | 362 |
| met1 | 1142 | 317 |
| met2 | 1394 | 51 |
| met3 | 313 | 0 |
| met4 | 0 | 0 |
| met5 | 0 | - |
## worst max-delay path, stage by stage
cell and delay (ps):
sky130_fd_sc_hd__buf_12 110, sky130_fd_sc_hd__buf_12 130, sky130_fd_sc_hd__buf_8 120, sky130_fd_sc_hd__mux2_4 300
sky130_fd_sc_hd__buf_6 110
## cells by family (layout without fill, tap and decap cells)
logic type / Yosys count / after routing / share of synthesized area
muxes: 32 / 32 / 0.8690
buffers and inverters: 4 / 114 / 0.1310
## final cells by class
cell class,instances,area (um^2)
timing repair buffer,114,1160
multi-input combinational,32,480.5
tap,46,57.56
fill,327,1718
## worst max-delay path by stage
stage / startpoint / to
final: SELECT / RESULT[31]
after global routing: SELECT / RESULT[31]
after CTS: SELECT / RESULT[0]
## placed cells by master, fill, tap and decap left out
cell type,n
sky130_fd_sc_hd__buf_12,3
sky130_fd_sc_hd__buf_2,12
sky130_fd_sc_hd__buf_16,1
sky130_fd_sc_hd__buf_6,29
sky130_fd_sc_hd__mux2_4,32
sky130_fd_sc_hd__buf_4,2
sky130_fd_sc_hd__clkdlybuf4s50_1,10
sky130_fd_sc_hd__dlygate4sd2_1,40
sky130_fd_sc_hd__dlymetal6s2s_1,14
sky130_fd_sc_hd__buf_8,3
## timing repair
item | CTS | global route
setup buffers | 14 | 0
setup endpoints to repair | 32 | 32
gates cloned | 1 | 0
gates resized | 170 | 23
endpoints found under the hold margin | 0 | 0
Power and IR drop assume default switching activity.
