[/design/flow/run.sh]
#!/bin/bash
# OpenROAD 26Q1-2900-gdf79404cd8, Yosys 0.63+post, stock flow scripts
make -C /OpenROAD-flow-scripts/flow DESIGN_CONFIG=/design/flow/config.mk WORK_HOME=/design/flow/orfs finish
[/design/flow/config.mk]
export PLATFORM = sky130hd
export DESIGN_NAME = adder
export DESIGN_NICKNAME = adder
export VERILOG_FILES = /design/flow/design.v
export SDC_FILE = /design/flow/constraint.sdc
export NUM_CORES = 4
export LEC_CHECK = 1
export CORE_AREA = 10 10 107 107
export DIE_AREA = 0 0 117 117
[/design/flow/constraint.sdc]
current_design adder

set clk_period 14.5
set clk_io_pct 0.2

create_clock -name clk0 -period $clk_period

set non_clock_inputs [all_inputs -no_clocks]
set_input_delay [expr $clk_period * $clk_io_pct] -clock clk0 $non_clock_inputs
set_output_delay [expr $clk_period * $clk_io_pct] -clock clk0 [all_outputs]
[/design/flow/design.v]
module adder(RESULT, INPUT1, INPUT2);
	input [31:0] INPUT1, INPUT2;
	output [31:0] RESULT;
	assign #1 RESULT = INPUT1 + INPUT2;
endmodule
==> run_results.csv <==
group,metric,value,unit
logic_synthesis,synthesis.area,1740,um^2
placed_design,detailedPlacementHpwl,5550,um
min_path,timing.hold.worst.start,"INPUT2[0]",
worst_setup_path,worst-path-max-fanout,4,
timing,final.period_utilization,0.606,
logic_synthesis,ys_types,50,
floorplan,die_w,117,um
layout,clkbuf_count,0,
drt,avgViaCountPerCell,4.81,
grt,grt_antenna_before_repair,0,
worst_setup_path,worst_ep_arrival_time,5.89,ns
timing,max_clk_rate,114,MHz
worst_setup_path,critical_path.startpoint_type,"primary input",
logic_synthesis,ys_seq_share,0,
worst_setup_path,cp.required,11.60,ns
power,ir_drop,0.0000231,V
drt,detail-route-antenna-nets,0,
timing,timing_hold_violations_final,0,
power,leakage_power,0.00118,uW
drt,routedWlPerCell,14.4,um
min_path,min_path_type,"in2out",
worst_setup_path,timing.critical_path.mode_cell,"sky130_fd_sc_hd__clkdlybuf4s50_1",
layout,drive_above_1_share,0.0307,
logic_synthesis,yosys-stat-cells,241,
layout,nFillCells,979,
timing,final-max-slew-violation-count,0,
min_path,timing.hold.worst_path_depth,3,
grt,groute.layer.met2.usage,0.147,
worst_setup_path,timing_worst_setup_path_type,"in2out",
logic_synthesis,yosysChipArea,1740,um^2
floorplan,core,9200,um^2
floorplan,die-area,13700,um^2
timing,slew_at_the_pin_with_the_worst_max_slew_slack,0.564,ns
layout,stdcell_area,2800,um^2
clocking,cts_resized,0,
clocking,holdBufCountCts,0,
layout,register_area,0,um^2
drt,insertedDiodeCount,0,
clocking,post_cts.repair.setup_buffers,0,
drt,vias_after_detailed_routing,2102,
drt,route.detailed.drc,0,
floorplan,placementRows,35,
grt,grt_pass1_wl,9810,um
logic_synthesis,netlist.top_cell.by_area,"sky130_fd_sc_hd__ha_1",
grt,grt_max_degree,11,
power,power.density,48.2,nW/um^2
worst_setup_path,critPathSlowestCell,"sky130_fd_sc_hd__clkdlybuf4s50_1",
placed_design,routability_congestion_estimate_from_global_placement,0.828,
grt,globalRouteOverflowTotal,0,
timing,timing.max_slew.rel_slack,0.614,
drt,initialDrtViolationCount,78,
floorplan,boundaryPins,96,
floorplan,initial_utilization,0.190,
timing,setup-violations-final,0,
layout,seq_cell_count,0,
grt,gr-usage-met3,0.0320,
worst_setup_path,timing.critical_path.cells,"clkdlybuf4s50_1 > ha_1 > fa_1 > a21o_1 > a31o_2 > nand3_1 > o221ai_1 > a311oi_1 > o21bai_1 > xor2_1 > clkdlybuf4s50_1",
grt,globalRouteTotalUtil,0.0860,
timing,final.min_clock_period,8.79,ns
logic_synthesis,netlist.area_leader.share,0.222,
logic_synthesis,post_synth.cell_area_avg,7.24,um^2
timing,whs,6.83,ns
job,cap_viol_max_count,0,
grt,top_usage_layer,"met2",
floorplan,die.size.y,117,um
logic_synthesis,synth.yosys.warnings,0,
placed_design,dpl_cell_area,2800,um^2
job,tool_warnings,32,
timing,final_setup_tns,0,ns
worst_setup_path,cp_slowest_stage_delay,0.50,ns
logic_synthesis,synthTopCellsByArea,"sky130_fd_sc_hd__ha_1 (22%), sky130_fd_sc_hd__a21oi_1 (8.3%), sky130_fd_sc_hd__a21o_1 (8.2%)",
worst_setup_path,end_kind,"output port",
grt,grt_pass1_vias,2069,
drt,drt_wl_total,6290,um
drt,drt_pre_antenna_iters,4,
logic_synthesis,syn-instance-count,241,
grt,globalRouteMet1Util,0.108,
run_status,run_status,"finished clean",
min_path,end_of_the_worst_hold_path,"RESULT[0]",
timing,unrepaired_setup_endpoints_after_global_routing,"no",
layout,synthToLayoutAreaGrowth,60.5,%
placed_design,io_buffer_count,96,
## cells in the mapped netlist, drive strengths merged (3+ instances only)
cell type	number
xnor2	13
a311oi	3
xor2	15
nor2	12
ha	31
o211ai	3
nand4	8
inv	6
nand3	10
nor3	4
a21o	19
o21ai	15
or2	3
a21oi	29
clkbuf	8
buf	3
nand2	18
a211oi	3
a31oi	3
o21bai	5
## logic make-up (layout without fill, tap and decap cells)
family / after synthesis / after routing / share of synthesized area
AOI/OAI and AO/OA: 97 / 97 / 0.393
and+or+nand+nor: 65 / 65 / 0.183
adders and majority gates: 32 / 32 / 0.234
xor gates and xnor gates: 28 / 28 / 0.141
buffers and inverters: 17 / 102 / 0.0380
muxes: 2 / 2 / 0.0115
## metrics by stage
| step | util | std cells | worst slack, ns | total power (uW) |
|---|---|---|---|---|
| after CTS | 0.304 | 437 | 5.69 | 137 |
| after global routing | 0.304 | 437 | 5.51 | 150 |
| after detailed placement | 0.304 | 437 | 5.70 | 136 |
| final | 0.304 | 437 | 5.71 | 135 |
| after global placement | 0.304 | 437 | 5.72 | 137 |
| after floorplan | - | 241 | 6.87 | 64.1 |
## worst max path at each step
stage                      from  depth (start not counted)          to
after global routing  INPUT2[0]                         11  RESULT[26]
final                 INPUT1[0]                         11  RESULT[26]
after CTS             INPUT1[0]                         11  RESULT[26]
## worst max-delay path, delay by kind of cell
family,cells,cell delay (ns)
AND-OR/OR-AND,5,1.22
XOR/XNOR,1,0.13
adder cells (fa/ha/maj),2,0.64
buffers and inverters,2,0.91
AND/OR/NAND/NOR,1,0.09
## per-layer routing
metal	up-vias	routed length, um
met5	-	0
met4	0	0
met3	0	700
met2	60	2820
met1	948	2770
li1	1094	-
## layout by cell type, fill, tap and decap left out, types with 2 or more instances in the layout
master                             n
sky130_fd_sc_hd__o311ai_1          2
sky130_fd_sc_hd__o21a_1            2
sky130_fd_sc_hd__a211oi_1          3
sky130_fd_sc_hd__or2_2             3
sky130_fd_sc_hd__nand4_1           8
sky130_fd_sc_hd__clkdlybuf4s50_1  96
sky130_fd_sc_hd__nand2_1          18
sky130_fd_sc_hd__o221ai_1          2
sky130_fd_sc_hd__xnor2_1          13
sky130_fd_sc_hd__nand3_1          10
sky130_fd_sc_hd__o21bai_1          4
sky130_fd_sc_hd__a21o_1           19
sky130_fd_sc_hd__inv_1             6
sky130_fd_sc_hd__nor3_1            4
sky130_fd_sc_hd__a31oi_1           3
sky130_fd_sc_hd__a311oi_1          2
sky130_fd_sc_hd__nor2_1           12
sky130_fd_sc_hd__mux2i_1           2
sky130_fd_sc_hd__xor2_1           15
sky130_fd_sc_hd__ha_1             31
sky130_fd_sc_hd__nand2b_1          2
sky130_fd_sc_hd__o211ai_1          3
sky130_fd_sc_hd__a21oi_1          29
sky130_fd_sc_hd__o21ai_0          13
## cell type report
type	count	area [um^2]	share of cell area
repair buffers	96	961	0.343
inverters	6	22.5	0.00804
multi-input cells	224	1680	0.599
well taps	111	139	0.0496
## report_power, final
part	internal, uW	switching (uW)
logic	80.4	54.7
registers	0	0
clock network	0	0
total	80.4	54.7
Power and IR drop assume default switching activity.
