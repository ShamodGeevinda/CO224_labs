==> ./design.v <==
module reg_file(IN, OUT1, OUT2, INADDRESS, OUT1ADDRESS, OUT2ADDRESS, WRITE, CLK, RESET);
	input WRITE, CLK, RESET;				 
	input [2:0] INADDRESS, OUT1ADDRESS, OUT2ADDRESS;	 
	input [7:0] IN;						 
	output [7:0] OUT1, OUT2;				 
	reg [7:0] registers[7:0];		 
	assign #2 OUT1 = registers[OUT1ADDRESS];	
	assign #2 OUT2 = registers[OUT2ADDRESS];
	always @(posedge CLK) 
	begin 
		if (RESET == 0 && WRITE ==1 )	
			#1 registers[INADDRESS] <= IN ;
		if ( RESET ) #1
		begin
			registers[0] <= 'b00000000;
			registers[1] <= 'b00000000;
			registers[2] <= 'b00000000;
			registers[3] <= 'b00000000;
			registers[4] <= 'b00000000;
			registers[5] <= 'b00000000;
			registers[6] <= 'b00000000;
			registers[7] <= 'b00000000;
		end
	end
endmodule	
module Alu (RESULT, DATA1, DATA2, SELECT);
input [7:0] DATA1, DATA2;
input [2:0] SELECT;
output reg [7:0] RESULT;
wire [7:0] ADD_OUT, FORWARD_OUT, AND_OUT, OR_OUT;
Forward fwd1(FORWARD_OUT, DATA2 );
Add add1(ADD_OUT, DATA1, DATA2 );
And and1(AND_OUT, DATA1, DATA2 );
Or or1(OR_OUT, DATA1, DATA2 );
always @(*) begin  
    case (SELECT)
        'b000:
             RESULT = FORWARD_OUT;
        'b001:
            RESULT = ADD_OUT; 
        'b010:
            RESULT = AND_OUT; 
        'b011:
             RESULT = OR_OUT; 
        default:
            RESULT = 'b00000000;
    endcase
end
endmodule
module Forward (FORWARD_OUT, DATA2);
    input [7:0]  DATA2;
    output [7:0] FORWARD_OUT;
    assign #1 FORWARD_OUT =  DATA2; 
endmodule
module Add (ADD_OUT, DATA1, DATA2);
    input [7:0] DATA1, DATA2;
    output [7:0] ADD_OUT;
    assign #2  ADD_OUT =  DATA1+DATA2; 
endmodule
module And (AND_OUT, DATA1, DATA2);
    input [7:0] DATA1, DATA2;
    output [7:0] AND_OUT;
    assign #1 AND_OUT =  DATA1 & DATA2; 
endmodule
module Or (OR_OUT, DATA1, DATA2);
    input [7:0] DATA1, DATA2;
    output [7:0] OR_OUT;
    assign  #1 OR_OUT =  DATA1 | DATA2; 
endmodule
module cpu (PC, INSTRUCTION, CLK, RESET );
    input CLK, RESET;
    input [31:0] INSTRUCTION;
    output reg [31:0] PC ;
    wire SUB_SELECT, IMM_SELECT, WRITE_ENABLE;
    wire [7:0] ALU_OUT, REGOUT1, REGOUT2, TWOS, SUB_RESULT, IMM_RESULT;
    wire [2:0] ALUOP;
    wire [31:0] NEXTPC;
    cu mycu(ALUOP, WRITE_ENABLE,SUB_SELECT, IMM_SELECT , INSTRUCTION[31:24] );
    reg_file myregfile(ALU_OUT, REGOUT1, REGOUT2, INSTRUCTION[18:16], INSTRUCTION[10:8],INSTRUCTION[2:0], WRITE_ENABLE, CLK, RESET);
    twos_comp for_sub(TWOS, REGOUT2);
    mux select2s(SUB_RESULT, REGOUT2, TWOS, SUB_SELECT);
    mux immediate_or_reg(IMM_RESULT, SUB_RESULT, INSTRUCTION[7:0], IMM_SELECT);
    Alu alu(ALU_OUT, REGOUT1, IMM_RESULT, ALUOP);   
    addr adr(NEXTPC, PC, 32'd4);
    always @(posedge CLK) begin
        if(RESET) PC = 0;
        else #1 PC = NEXTPC;
    end
endmodule
module mux (OUTPUT, INPUT1, INPUT2, SELECT);
    input SELECT;
    input[7:0] INPUT1, INPUT2;
    output reg [7:0] OUTPUT;
    always @(*) begin
        if (SELECT==0) OUTPUT = INPUT1;
        else OUTPUT = INPUT2;
    end
endmodule
module twos_comp (OUTPUT, INPUT);
    input[7:0] INPUT;
    output[7:0] OUTPUT;
    assign  #1 OUTPUT = ~INPUT + 8'd1;
endmodule
module   cu(ALUOP, WRITEENABLE, MUXSUB, MUXIMM, OPCODE);
    input [7:0] OPCODE;
    output reg WRITEENABLE, MUXSUB, MUXIMM;
    output reg [2:0] ALUOP;
    always @(*) begin
        #1
        case (OPCODE)    
            'b00000000: begin  
                MUXIMM = 'b1 ; 
                ALUOP = 3'b000;
                MUXSUB = 'b0;
                WRITEENABLE = 'b1;
            end 
            'b00000001: begin   
                MUXIMM = 'b0;
                ALUOP = 3'b000;
                MUXSUB = 'b0;
                WRITEENABLE = 'b1;
            end
            'b00000010: begin  
                MUXIMM = 'b0 ;
                ALUOP = 3'b001;
                MUXSUB = 'b0;
                WRITEENABLE = 'b1;
            end
            'b00000011: begin  
                MUXIMM = 'b0 ;
                ALUOP = 3'b001;
                MUXSUB = 'b1;
                WRITEENABLE = 'b1;
            end
            'b00000100: begin  
                MUXIMM = 'b0 ;
                ALUOP = 3'b010;
                MUXSUB = 'b0;
                WRITEENABLE = 'b1;
            end
            'b00000101: begin  
                MUXIMM = 'b0 ;
                ALUOP = 3'b011;
                MUXSUB = 'b0;
                WRITEENABLE = 'b1;
            end
            default: begin  
                MUXIMM = 'bx ;
                ALUOP = 3'bxxx;
                MUXSUB = 'bx;
                WRITEENABLE = 'b0;
            end
        endcase   
    end
endmodule
module addr (NEXTPC, PC, FOUR);
input [31:0] PC, FOUR ;
output [31:0] NEXTPC;
assign  #1 NEXTPC =  PC + FOUR;
endmodule
==> ./run.sh <==
#!/bin/bash
# OpenROAD 26Q1-2900-gdf79404cd8, Yosys 0.63+post, stock flow scripts
make -C /OpenROAD-flow-scripts/flow DESIGN_CONFIG=/design/flow/config.mk WORK_HOME=/design/flow/orfs finish
==> ./config.mk <==
export PLATFORM = sky130hd
export DESIGN_NAME = cpu
export DESIGN_NICKNAME = cpu
export VERILOG_FILES = /design/flow/design.v
export SDC_FILE = /design/flow/constraint.sdc
export NUM_CORES = 4
export LEC_CHECK = 1
export CORE_AREA = 10 10 113 113
export DIE_AREA = 0 0 123 123
==> ./constraint.sdc <==
current_design cpu

set clk_period 3.7
set clk_io_pct 0.2

create_clock -name clk0 -period $clk_period [get_ports {CLK}]

set non_clock_inputs [all_inputs -no_clocks]
set_input_delay [expr $clk_period * $clk_io_pct] -clock clk0 $non_clock_inputs
set_output_delay [expr $clk_period * $clk_io_pct] -clock clk0 [all_outputs]
==> results.cfg <==
; synthesis and place-and-route metrics
[finish]
syn2layout_area_growth_pct = 41.1
final_cell_mix = clkdlybuf4s50_1, dfxtp_1, a21oi_1
lay_top_count = clkdlybuf4s50_1
largest_register_ffs = 30
drive_gt1_share_pct = 4.79
finalInstanceArea_sq_um = 1900

[job]
warnings = 57
cap_violations = 0

[power_and_ir_drop]
p_sw_uw = 132
powerDensity_nw_per_um2 = 359
peakVddDrop_mv = 0.132
swShare_pct = 19.4
p_total_uw = 682
power.internal_uw = 549
power_leakage_uw = 0.000527
pwr-share-seq_pct = 48.4
comb_power_share_pct = 2.4
clockPowerShare_pct = 49.1

[yosys]
synth_area_sq_um = 1350
top_area_cell = dfxtp_1
ys.flop_type = dfxtp_1
ys_cells = 158
synth_cells = 158
topCellsByArea = dfxtp_1, a21oi_1, or4_1, or3_1, o31ai_1
ys_warn_count = 5
synth_flops = 30
ys_types = 24
synth_area_per_cell_sq_um = 8.53
synth_chip_area_sq_um = 1350
async_flop_share_pct = 0
synth_seq_share_pct = 44.6
edf_count = 0
top_area_share_pct = 44.6

[final_timing]
hold_viol = 0
rsz0062_at_grt = false
worstMarginPinSlew_ns = 0.574
finClkSkew_ns = 0.00510
fin_crit_sh_pct = 62.9
drv_slew = 0
fin_tns_setup_ns = 0
fmax_mhz = 430
min_period_ns = 2.33
setup_viol = 0
slew_headroom_pct = 61.7

[detailed_routing]
routed_wl_um = 3520
drtIter0Drc = 65
dr_wl_met2_um = 1430
via_per_inst = 3.77
first_pass_iters = 4
met3_length_um = 383
top_layer_used = met4
vias = 1221
drtAntennaViolNets = 0
drc = 0
wire_per_inst_um = 10.9
antenna_cells_inserted = 0
met1_length_um = 1690

[floorplan]
ioPinCount = 66
die_y_um = 123
fp_util_pct = 13.1
dieArea_sq_um = 15100
die_width_um = 123
rows = 37
core-area_sq_um = 10300

[status]
outcome = completed

[clock_tree]
cts_tree = yes
cts_sinks = 30
clock_latency_ns = 0.28
cts.clk_slew.worst_paths_ns = 0.06
post_cts_resized = 0
root_buffer = clkbuf_8
cts_made_buffers = 5
postCtsHoldBufs = 0
cts.path.max_buffers = 2
cts.htree.levels = 2
cts_setup_buffers = 0

[setup_path]
critPathLaunchType = flop
cpMaxStageDelayCell = or4_1
path_max_fanout = 17
worstSetupPathType = flop to flop
arrival_ns = 2.54
path_cells = ha_1, nand3_1, or4_1, or4_1, a21oi_1
crit_top_cell = or4_1
slowest_delay_ns = 0.71
endpoint_kind = flop
path_delay_family = simple AND/OR/NAND/NOR gates
required_ns = 3.91
path_buffers = 0

[place]
postPlaceCellArea_sq_um = 1790
dp_hpwl_um = 2480
gp_congestion = 0.731
port_buffers = 31

[global_route]
grt_pass1_vias = 1183
grt.overflow.total = 0
antenna_found_initial = 0
grtUsageTotal_pct = 4.76
grt_first_pass_wirelength_um = 5890
grt_max_degree = 31

[hold_path]
hold_class = flop to flop
power by group through the flow:
stage	sequential [uW]	combinational (uW)	clock, uW
after CTS	330	17.4	344
final	330	16.7	335
after global routing	331	18.8	360
cell families (layout without fill, tap and decap cells):
kind of cell	count (synthesis)	after routing	synth area share, %
simple gates	64	64	27.5
compound gates	36	36	14.9
flops	30	30	44.6
buf+inv	16	45	5.38
xor+xnor	10	10	6.50
fa+ha+maj	1	1	0.928
other cells	1	2	0.278
worst reg2reg max path, stage by stage, from the launching register on:
cell     delay [ns]
dfxtp_1        0.43
ha_1           0.27
nand3_1        0.15
or4_1          0.71
or4_1          0.57
a21oi_1        0.15
layer usage:
layer	up-vias	GRT usage [%]
met2	38	7.03
met1	550	6.32
met5	-	0
li1	631	-
met3	2	2.54
met4	0	0.364
per-stage QoR:
| stage | util [%] | setup slack, ns | hold slack (ns) | std cells |
|---|---|---|---|---|
| 2_1_floorplan | - | 1.82 | 0.439 | 159 |
| 3_3_place_gp | 17.3 | 1.42 | 0.460 | 317 |
| 3_5_place_dp | 17.3 | 1.39 | 0.477 | 317 |
| 4_1_cts | 18.4 | 1.37 | 0.486 | 324 |
| 5_1_grt | 18.4 | 1.20 | 0.514 | 324 |
| 6_report | 18.4 | 1.37 | 0.482 | 324 |
synthesized netlist by cell type (2+ instances only):
master    count
xnor2_1       6
dfxtp_1      30
o21ai_0      10
xor2_1        4
nand4_1       8
a21oi_1      18
or3_1        10
inv_1         6
nand3_1      10
nand2_1       5
buf_4         2
nor3_1        4
nor2_1       11
clkbuf_1      4
o31ai_1       8
buf_2         4
or4_1        11
cell type report:
| cell class | count | area (sq um) |
|---|---|---|
| clock buffer | 6 | 82.6 |
| clock inverter | 1 | 30.0 |
| multi-input combinational | 113 | 678 |
| inverter | 6 | 22.5 |
| fill | 1141 | 8420 |
| timing repair buffer | 32 | 318 |
| tap | 136 | 170 |
| sequential | 30 | 601 |
final timing paths:
check / cells after the start / end / slack [ns] / start
max: 5 / PC[30]$_SDFF_PP0_ / 1.37 / PC[2]$_SDFF_PP0_
min: 2 / PC[31]$_SDFF_PP0_ / 0.48 / PC[31]$_SDFF_PP0_
max reg2reg: 5 / PC[30]$_SDFF_PP0_ / 1.37 / PC[2]$_SDFF_PP0_
min reg2reg: 2 / PC[31]$_SDFF_PP0_ / 0.48 / PC[31]$_SDFF_PP0_
Power and IR drop assume default switching activity.
